==> flow/design.v <==
module Manual_UART_1Baud (
  input i_Clk,
  input i_Switch_2,
  input i_Switch_4,
  output o_Segment1_A,
  output o_Segment1_B,
  output o_Segment1_C,
  output o_Segment1_D,
  output o_Segment1_E,
  output o_Segment1_F,
  output o_Segment1_G,
  output o_Segment2_A,
  output o_Segment2_B,
  output o_Segment2_C,
  output o_Segment2_D,
  output o_Segment2_E,
  output o_Segment2_F,
  output o_Segment2_G,
  output o_LED_3,
  output o_LED_4
  );
  parameter CLKS_PER_BIT = 25000000;  
  reg [0:7] r_Byte = 0;
  reg [31:0] c_SampleClock = 32'b0;
  reg [3:0] r_DigitsToCapture = 4'b0;
  reg r_Switch_2 = 1'b0;
  reg r_Switch_4 = 1'b0;
  reg r_Any_Switch = 1'b0;
  reg r_LED_3 = 1'b0;
  reg r_LED_4 = 1'b0;
  wire w_Any_Switch;
  Debounce_Switch Debounce_Switch
    (.i_Clk(i_Clk),
     .i_Switch(i_Switch_2 || i_Switch_4),
     .o_Switch(w_Any_Switch));
  always @(posedge i_Clk) begin
    r_Switch_2 <= i_Switch_2;  
    r_Switch_4 <= i_Switch_4;  
    r_Any_Switch <= w_Any_Switch;
    if (r_Any_Switch == 0 && w_Any_Switch == 1) begin
      if (i_Switch_4 == 1) begin
        r_Byte <= 0;
        r_DigitsToCapture <= 8;
      end
    end
    if (r_DigitsToCapture > 0) begin
      if (c_SampleClock == CLKS_PER_BIT) begin
        r_LED_3 <= ~r_LED_3;
        r_Byte <= r_Byte * 2 + i_Switch_2;
        c_SampleClock <= 0;
        r_DigitsToCapture <= r_DigitsToCapture - 1;
      end
      else begin
        c_SampleClock <= c_SampleClock + 1;
      end
    end
  end
  assign o_LED_3 = r_LED_3;
  assign o_LED_4 = (r_DigitsToCapture > 0);
  Byte_To_Seven_Segment_Display Byte_To_Seven_Segment_Display_a
    (.i_Byte(r_Byte),
     .o_Segment1_A(o_Segment1_A),
     .o_Segment1_B(o_Segment1_B),
     .o_Segment1_C(o_Segment1_C),
     .o_Segment1_D(o_Segment1_D),
     .o_Segment1_E(o_Segment1_E),
     .o_Segment1_F(o_Segment1_F),
     .o_Segment1_G(o_Segment1_G),
     .o_Segment2_A(o_Segment2_A),
     .o_Segment2_B(o_Segment2_B),
     .o_Segment2_C(o_Segment2_C),
     .o_Segment2_D(o_Segment2_D),
     .o_Segment2_E(o_Segment2_E),
     .o_Segment2_F(o_Segment2_F),
     .o_Segment2_G(o_Segment2_G)
    );
endmodule  
module Byte_To_Seven_Segment_Display (
  input [7:0] i_Byte,
  output o_Segment1_A,
  output o_Segment1_B,
  output o_Segment1_C,
  output o_Segment1_D,
  output o_Segment1_E,
  output o_Segment1_F,
  output o_Segment1_G,
  output o_Segment2_A,
  output o_Segment2_B,
  output o_Segment2_C,
  output o_Segment2_D,
  output o_Segment2_E,
  output o_Segment2_F,
  output o_Segment2_G
  );
  Stateless_Seven_Segment_Display Seven_Segment_Display_1
    (.i_Nibble(i_Byte[7:4]),
     .o_Segment_A(o_Segment1_A),
     .o_Segment_B(o_Segment1_B),
     .o_Segment_C(o_Segment1_C),
     .o_Segment_D(o_Segment1_D),
     .o_Segment_E(o_Segment1_E),
     .o_Segment_F(o_Segment1_F),
     .o_Segment_G(o_Segment1_G)
    );
  Stateless_Seven_Segment_Display Seven_Segment_Display_2
    (.i_Nibble(i_Byte[3:0]),
     .o_Segment_A(o_Segment2_A),
     .o_Segment_B(o_Segment2_B),
     .o_Segment_C(o_Segment2_C),
     .o_Segment_D(o_Segment2_D),
     .o_Segment_E(o_Segment2_E),
     .o_Segment_F(o_Segment2_F),
     .o_Segment_G(o_Segment2_G)
    );
endmodule
module Debounce_Switch (
  input i_Clk,
  input i_Switch,
  output o_Switch
  );
  parameter c_DEBOUNCE_LIMIT = 250000;
  reg r_State = 1'b0;
  reg [17:0] r_Count = 0;
  always @(posedge i_Clk)
    begin
      if (i_Switch !== r_State && r_Count < c_DEBOUNCE_LIMIT)
        r_Count <= r_Count + 1;
      else if (r_Count == c_DEBOUNCE_LIMIT)
        begin
          r_Count <= 0;
          r_State <= i_Switch;
        end
      else
        r_Count <= 0;
    end
  assign o_Switch = r_State;
endmodule  
module VGA_Controller (
  input i_Clk,
  input i_Reset,
  output o_VGA_HSync,
  output o_VGA_VSync,
  output [11:0] o_X,
  output [11:0] o_Y
  );
  parameter H_TOTAL_WIDTH = 12'd800;
  parameter H_VISIBLE_WIDTH = 12'd640;
  parameter H_FRONT_PORCH = 12'd18;
  parameter H_BACK_PORCH = 12'd50;
  parameter H_START = H_TOTAL_WIDTH - H_FRONT_PORCH;
  parameter H_FINISH = H_VISIBLE_WIDTH + H_BACK_PORCH;
  parameter V_TOTAL_HEIGHT = 12'd525;
  parameter V_VISIBLE_HEIGHT = 12'd480;
  parameter V_FRONT_PORCH = 12'd10;
  parameter V_BACK_PORCH = 12'd33;
  parameter V_START = V_TOTAL_HEIGHT - V_FRONT_PORCH;
  parameter V_FINISH = V_VISIBLE_HEIGHT + V_BACK_PORCH;
  reg [11:0] r_HCounter = 12'b1;
  reg [11:0] r_VCounter = 12'b1;
  reg r_HSync;
  reg r_VSync;
  always @ (posedge i_Clk) begin
    if (i_Reset === 1'b1) begin
      r_HCounter <= 12'b0;
      r_VCounter <= 12'b0;
    end else begin
      r_HCounter <= r_HCounter + 1;
      if (r_HCounter === H_TOTAL_WIDTH) begin
        r_HCounter <= 12'b1;
        r_VCounter <= r_VCounter + 1;
        if (r_VCounter === V_TOTAL_HEIGHT) begin
          r_VCounter <= 12'b1;
        end
      end
    end
    if (r_HCounter > H_FINISH && r_HCounter < H_START)
      r_HSync <= 0;
    else
      r_HSync <= 1;
    if (r_VCounter > V_FINISH && r_VCounter < V_START)
      r_VSync <= 0;
    else
      r_VSync <= 1;
  end
  assign o_X = r_HCounter;
  assign o_Y = r_VCounter;
  assign o_VGA_HSync = r_HSync;
  assign o_VGA_VSync = r_VSync;
endmodule
module Stateless_Seven_Segment_Display (
  input [3:0] i_Nibble,
  output o_Segment_A,
  output o_Segment_B,
  output o_Segment_C,
  output o_Segment_D,
  output o_Segment_E,
  output o_Segment_F,
  output o_Segment_G
  );
  integer w_Display;
  always @(i_Nibble)
    case (i_Nibble)
      0: w_Display = 7'h81;
      1: w_Display = 7'hCF;
      2: w_Display = 7'h92;
      3: w_Display = 7'h86;
      4: w_Display = 7'hCC;
      5: w_Display = 7'hA4;
      6: w_Display = 7'hA0;
      7: w_Display = 7'h8F;
      8: w_Display = 7'h80;
      9: w_Display = 7'h84;
      10: w_Display = 7'h88;
      11: w_Display = 7'hE0;
      12: w_Display = 7'hB1;
      13: w_Display = 7'hC2;
      14: w_Display = 7'hB0;
      15: w_Display = 7'hB8;
    endcase
  assign o_Segment_A = w_Display[6];
  assign o_Segment_B = w_Display[5];
  assign o_Segment_C = w_Display[4];
  assign o_Segment_D = w_Display[3];
  assign o_Segment_E = w_Display[2];
  assign o_Segment_F = w_Display[1];
  assign o_Segment_G = w_Display[0];
endmodule  
module Main (
  input i_Clk,
  input i_Switch_1,
  input i_Switch_2,
  input i_Switch_3,
  input i_Switch_4,
  output o_LED_1,
  output o_LED_2,
  output o_LED_3,
  output o_LED_4,
  output o_Segment1_A,
  output o_Segment1_B,
  output o_Segment1_C,
  output o_Segment1_D,
  output o_Segment1_E,
  output o_Segment1_F,
  output o_Segment1_G,
  output o_VGA_HSync,
  output o_VGA_VSync,
  output o_VGA_Red_0,
  output o_VGA_Red_1,
  output o_VGA_Red_2,
  output o_VGA_Grn_0,
  output o_VGA_Grn_1,
  output o_VGA_Grn_2,
  output o_VGA_Blu_0,
  output o_VGA_Blu_1,
  output o_VGA_Blu_2,
  output io_PMOD_1,
  output io_PMOD_2,
  output io_PMOD_3,
  output io_PMOD_4,
  output io_PMOD_7,
  output io_PMOD_8,
  output io_PMOD_9,
  output io_PMOD_10
  );
  wire [11:0] r_HCounter;
  wire [11:0] r_VCounter;
  VGA_Controller VGA_Controller_1 (
    .i_Clk(i_Clk),
    .i_Reset(i_Switch_1 && w_Any_Switch),
    .o_VGA_HSync(o_VGA_HSync),
    .o_VGA_VSync(o_VGA_VSync),
    .o_X(r_HCounter),
    .o_Y(r_VCounter)
    );
  reg r_Any_Switch = 1'b0;
  wire w_Any_Switch;
  Debounce_Switch Debounce_Switch
    (.i_Clk(i_Clk),
     .i_Switch(i_Switch_1 || i_Switch_2 || i_Switch_3 || i_Switch_4),
     .o_Switch(w_Any_Switch));
  reg [2:0] r_Red = 3'b0;
  reg [2:0] r_Grn = 3'b0;
  reg [2:0] r_Blu = 3'b0;
  reg [3:0] r_Button = 4'b0;
  reg [3:0] r_Buffer = 4'b0;
  always @ (posedge i_Clk) begin
    r_Any_Switch <= w_Any_Switch;
    if (r_Any_Switch === 1'b0 && w_Any_Switch === 1'b1) begin
      case ({i_Switch_1, i_Switch_2, i_Switch_3, i_Switch_4})
        4'b1000: r_Button = 4'd1;
        4'b0100: r_Button = 4'd2;
        4'b0010: r_Button = 4'd3;
        4'b0001: r_Button = 4'd4;
        default: r_Button = 4'd0;
      endcase
      if (i_Switch_2) begin
        r_Red <= (r_Red + 1) % 8;
        r_Buffer[2:0] <= (r_Red + 1) % 8;
      end
      if (i_Switch_3) begin
        r_Grn <= (r_Grn + 1) % 8;
        r_Buffer[2:0] <= (r_Grn + 1) % 8;
      end
      if (i_Switch_4) begin
        r_Blu <= (r_Blu + 1) % 8;
        r_Buffer[2:0] <= (r_Blu + 1) % 8;
      end
    end
  end
  Stateless_Seven_Segment_Display Seven_Segment_Display_1
    (.i_Nibble(r_Buffer),
     .o_Segment_A(o_Segment1_A),
     .o_Segment_B(o_Segment1_B),
     .o_Segment_C(o_Segment1_C),
     .o_Segment_D(o_Segment1_D),
     .o_Segment_E(o_Segment1_E),
     .o_Segment_F(o_Segment1_F),
     .o_Segment_G(o_Segment1_G)
    );
  assign o_LED_1 = 0;
  assign o_LED_2 = 0;
  assign o_LED_3 = 0;
  assign o_LED_4 = 0;
  assign o_VGA_Red_0 = 1'b1 && r_Red[0] && o_VGA_HSync && o_VGA_VSync;
  assign o_VGA_Red_1 = 1'b1 && r_Red[1] && o_VGA_HSync && o_VGA_VSync;
  assign o_VGA_Red_2 = 1'b0 && o_VGA_HSync && o_VGA_VSync;
  assign o_VGA_Grn_0 = 1'b1 && r_Grn[0] && o_VGA_HSync && o_VGA_VSync;
  assign o_VGA_Grn_1 = 1'b1 && r_Grn[1] && o_VGA_HSync && o_VGA_VSync;
  assign o_VGA_Grn_2 = 1'b0 && o_VGA_HSync && o_VGA_VSync;
  assign o_VGA_Blu_0 = 1'b1 && r_Blu[0] && o_VGA_HSync && o_VGA_VSync;
  assign o_VGA_Blu_1 = 1'b1 && r_Blu[1] && o_VGA_HSync && o_VGA_VSync;
  assign o_VGA_Blu_2 = 1'b0 && o_VGA_HSync && o_VGA_VSync;
endmodule
==> flow/run.sh <==
#!/bin/bash
# OpenROAD 26Q1-2900-gdf79404cd8, Yosys 0.63+post, stock flow scripts
make -C /OpenROAD-flow-scripts/flow DESIGN_CONFIG=/design/flow/config.mk WORK_HOME=/design/flow/orfs finish
==> flow/config.mk <==
export PLATFORM = sky130hd
export DESIGN_NAME = Manual_UART_1Baud
export DESIGN_NICKNAME = Manual_UART_1Baud
export VERILOG_FILES = /design/flow/design.v
export SDC_FILE = /design/flow/constraint.sdc
export NUM_CORES = 4
export LEC_CHECK = 1
export CORE_UTILIZATION = 40
==> flow/constraint.sdc <==
current_design Manual_UART_1Baud

set clk_period 7.9
set clk_io_pct 0.2

create_clock -name clk0 -period $clk_period [get_ports {i_Clk}]

set non_clock_inputs [all_inputs -no_clocks]
set_input_delay [expr $clk_period * $clk_io_pct] -clock clk0 $non_clock_inputs
set_output_delay [expr $clk_period * $clk_io_pct] -clock clk0 [all_outputs]
==> impl_metrics.py <==
# Physical implementation metrics
metrics = {
    "power_and_ir_drop": {
        "power_density_nw_per_um2": 142,
        "leakage_nw": 1.51,
        "ir_drop_uv": 95.0,
        "total_power_mw": 0.610,
    },
    "setup_path": {
        "cpMostUsedCell": "inv_1",
        "critPathLaunch": "r_DigitsToCapture[0]$_DFF_P_",
        "cp_slowest_cell": "clkdlybuf4s50_1",
        "crit_arrival_ps": 2170,
        "worst_r2r_endpoint": "r_LED_3$_DFFE_PP_",
        "path_cells": "inv_1 -> ha_1 -> nand2b_1 -> nor2_1 -> inv_1 -> buf_4 -> clkdlybuf4s50_1",
        "start_kind": "register",
        "regToRegSetupSlack_ps": 5330,
        "cp_max_fo": 34,
        "r2r_cells": 4,
        "slowest_delay_ps": 540,
        "cp-end-kind": "output pin",
        "critPathKind": "reg2out",
        "cp.required_ps": 6320,
        "r2r_start": "c_SampleClock[9]$_SDFFCE_PP0N_",
    },
    "min_path": {
        "min_path_type": "reg2reg",
        "min_from": "Debounce_Switch.r_State$_DFFE_PP_",
        "hold_depth": 0,
        "holdPathEnd": "r_Any_Switch$_DFF_P_",
    },
    "clocking": {
        "cts_setup_buffers": 0,
        "cts.sinks": 65,
        "clk_latency_ps": 350,
        "clkSlewWorstSetupHoldPaths_ps": 70,
        "cts_resized": 0,
        "cts_inserted_buffers": 9,
        "hold_buffers": 0,
        "root_buffer": "clkbuf_8",
        "cts_max_level": 3,
        "cts_buffer_depth": 2,
        "cts_tree": "built",
    },
    "sta": {
        "worstMarginPinSlew_ps": 725,
        "fmax_mhz": 267,
        "slew_viol_final": 0,
        "tns_ps": 0,
        "finalCriticalPeriod_ps": 3750,
        "finalSetupViolCount": 0,
        "skew_ps": 11.8,
        "relSlewSlack": 0.514,
        "holdWs_ps": 427,
        "rsz0062_at_grt": "false",
        "fin_crit_sh": 0.474,
        "fin_ws_ps": 4150,
        "finalHoldViolations": 0,
    },
    "placement": {
        "dp_cells": 546,
        "place_congestion": 0.840,
        "place_ws_ps": 4500,
        "hpwl_um": 4890,
        "place_area_um2": 4120,
        "numPortBuffers": 18,
    },
    "yosys": {
        "ff_type": "edfxtp_1",
        "ys_types": 48,
        "yosys_warnings": 19,
        "edf_count": 34,
        "avgSynthCellArea_um2": 9.33,
        "ys_seq_share": 0.430,
        "syn_area_um2": 3820,
        "ys_chip_area_um2": 3820,
        "ys_ff": 65,
        "async_flop_share": 0,
        "synth_cells": 409,
        "ys_cells": 409,
    },
    "floorplanning": {
        "ios": 19,
        "dieHeight_um": 99.7,
        "fp.dieW_um": 99.7,
        "rows": 35,
        "die_area_um2": 9940,
        "fp-utilization": 0.413,
        "coreArea_um2": 9240,
    },
    "final_layout": {
        "fillers": 858,
        "register_area_um2": 1640,
        "fin_util": 0.465,
        "final_cell_count_no_fill": 562,
        "layout_top_cell": "nor2_1",
        "lay_top_cells": "48 x nor2_1, 35 x nand2_1, 34 x edfxtp_1",
        "final_area_um2": 4300,
        "comb_area_um2": 2010,
        "drive_above_1_share": 0.0739,
        "area_growth_pct": 12.6,
    },
    "detailed_routing": {
        "initialDrtViolationCount": 90,
        "drc": 0,
        "ant_nets": 0,
        "drtPass1Iterations": 5,
        "viasPerCell": 5.23,
        "wl_per_cell_um": 12.7,
        "antenna_cells": 0,
        "routed_wl_um": 7120,
        "via_count": 2941,
    },
    "run_status": {
        "outcome": "complete, no violations",
    },
    "run": {
        "warnings": 37,
        "drv_cap": 0,
    },
    "global_route": {
        "antenna_found_initial": 0,
        "grtUsageTotal": 0.161,
        "overflow": 0,
        "first_global_vias": 2799,
        "grt_pass1_wl_um": 12700,
        "grt_max_degree": 35,
    },
}
==> cell type report <==
type / instances / share of cell area
multi-input combinational: 302 / 0.468
sequential: 65 / 0.382
timing repair buffer: 21 / 0.0472
tap: 129 / 0.0376
clock buffer: 9 / 0.0288
inverter: 29 / 0.0253
clock inverter: 7 / 0.0111
==> cells in the mapped netlist, types with 3 or more instances <==
cell type | instances | area (um2)
a21oi_1 | 10 | 50.1
a22o_1 | 3 | 26.3
a31oi_1 | 6 | 37.5
and3_1 | 5 | 31.3
and4_1 | 4 | 35.0
buf_2 | 5 | 25.0
clkbuf_1 | 5 | 18.8
dfxtp_1 | 31 | 621
edfxtp_1 | 34 | 1020
ha_1 | 17 | 213
inv_1 | 29 | 109
mux2i_1 | 13 | 130
nand2_1 | 35 | 131
nand2b_1 | 4 | 25.0
nand3_1 | 19 | 95.1
nand4_1 | 12 | 75.1
nor2_1 | 48 | 180
nor2b_1 | 3 | 18.8
nor3_1 | 15 | 75.1
nor4_1 | 13 | 81.3
nor4b_1 | 4 | 35.0
o211ai_1 | 3 | 22.5
o21ai_0 | 9 | 45.0
o31a_1 | 3 | 26.3
o31ai_1 | 6 | 45.0
or2_2 | 4 | 25.0
or3_1 | 6 | 37.5
or4_1 | 5 | 37.5
xnor2_1 | 20 | 175
xor2_1 | 15 | 131
==> worst max-delay path by stage <==
stage | to | depth (start not counted)
after CTS | o_LED_4 | 7
after global routing | o_LED_4 | 7
final | o_LED_4 | 7
==> flip-flops by register name, summed over array words and instances (netlist names) <==
name,flops
r_LED_3,1
r_Byte,8
r_DigitsToCapture,4
Debounce_Switch.r_State,1
c_SampleClock,32
Debounce_Switch.r_Count,18
r_Any_Switch,1
==> metal layers <==
layer	share of wire	vias to the layer above	global-route usage
li1	-	1510	-
met1	0.50	1373	0.243
met2	0.46	47	0.258
met3	0.034	11	0.0315
met4	0.012	0	0.0170
met5	0	-	0
==> logic make-up (layout without fill, tap and decap cells) <==
family | after synthesis | count (layout) | share of synthesized area
adder cells (fa/ha/maj) | 17 | 17 | 0.0557
AND/OR/NAND/NOR | 187 | 187 | 0.258
buffers and inverters | 42 | 66 | 0.0449
XOR/XNOR | 35 | 35 | 0.0803
multiplexers | 15 | 15 | 0.0459
flip-flops | 65 | 65 | 0.430
AND-OR/OR-AND | 48 | 48 | 0.0846
==> power breakdown <==
group | switching [mW] | leakage [nW] | internal [mW]
clock | 0.133 | 0.0850 | 0.113
combinational | 0.00473 | 0.778 | 0.00406
sequential | 0.00232 | 0.644 | 0.353
==> worst max-delay path, delay by kind of cell (launching register included) <==
kind | cells | cell delay, ps
adder cells (fa/ha/maj) | 1 | 230
buffers and inverters | 4 | 1040
flip-flops | 1 | 370
AND/OR/NAND/NOR | 2 | 180
Power is estimated from default activity; no workload was simulated.
