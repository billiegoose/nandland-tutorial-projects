==> design/flow/design.v <==
module VGA_Text_Buffer (
  din,
  write_en,
  waddr,
  wclk,
  raddr,
  rclk,
  dout
  );  
  parameter addr_width = 12;
  parameter data_width = 8;
  input [data_width-1:0] din;
  input [addr_width-1:0] waddr, raddr;
  input write_en, wclk, rclk;
  output reg [data_width-1:0] dout;
  reg [data_width-1:0] mem [2399:0];
  always @(posedge wclk)  
    if (write_en && waddr < 2400)
      mem[waddr] <= din;  
  always @(posedge rclk)  
    if (raddr < 2400)
      dout <= mem[raddr];   
    else
      dout <= 0;
endmodule
==> design/flow/run.sh <==
#!/bin/bash
# OpenROAD 26Q1-2900-gdf79404cd8, Yosys 0.63+post, stock flow scripts
make -C /OpenROAD-flow-scripts/flow DESIGN_CONFIG=/design/flow/config.mk WORK_HOME=/design/flow/orfs finish
==> design/flow/config.mk <==
export PLATFORM = sky130hd
export DESIGN_NAME = VGA_Text_Buffer
export DESIGN_NICKNAME = VGA_Text_Buffer
export VERILOG_FILES = /design/flow/design.v
export SDC_FILE = /design/flow/constraint.sdc
export NUM_CORES = 4
export LEC_CHECK = 1
export CORE_UTILIZATION = 50
export SYNTH_MEMORY_MAX_BITS = 65536
==> design/flow/constraint.sdc <==
current_design VGA_Text_Buffer

set clk_period 74.6
set clk_io_pct 0.2

create_clock -name clk0 -period $clk_period [get_ports {rclk}]
create_clock -name clk1 -period $clk_period [get_ports {wclk}]

set non_clock_inputs [all_inputs -no_clocks]
set_input_delay [expr $clk_period * $clk_io_pct] -clock clk0 $non_clock_inputs
set_output_delay [expr $clk_period * $clk_io_pct] -clock clk0 [all_outputs]
==> results.py <==
# Metrics from the implementation run
metrics = {
    "logic_synthesis": {
        "synth_flops": 19208,
        "yosys.stat.chipArea_um2": 743000,
        "ys.warnings.count": 1,
        "synth_top_flop_cell": "edfxtp_1",
        "topCellsByArea": "edfxtp_1 (78%), mux4_2 (14%), mux2i_1 (1.7%), nor2_1 (1.3%), nand2_1 (0.51%)",
        "synth.mux.area_fraction": 0.162,
        "post_synth_instance_area_um2": 743000,
        "adder_cell_share_of_the_synthesized_area": 0,
        "synthXorXnorAreaFrac": 0,
        "yosys-dominant-comb-family": "multiplexers",
        "synthDistinctLibCells": 82,
        "synthSimpleGateAreaFrac": 0.0249,
        "netlist.top_cell.by_area": "edfxtp_1",
        "synthCells": 34091,
        "number_of_flops_mapped_to_enable_cells_by_yosys": 19200,
        "ys_cells": 34091,
        "synthArstFlopShare": 0,
        "yosys.area.top_type_share": 0.776,
        "postSynthSeqShare": 0.776,
        "synthesis.area_per_instance_um2": 21.8,
        "post_synth_ao_oa_area_fraction": 0.0203,
    },
    "clock_tree": {
        "cts-resized-gates": 0,
        "clock_pin_transition_on_the_worst_setup_and_hold_timing_paths_ns": 0.08,
        "clock_sink_count": 19208,
        "holdBufCountCts": 0,
        "post_cts_buffers": 0,
        "clock_tree_from_tritoncts": "yes",
    },
    "critical_path": {
        "cp_slowest_cell": "nor4_2",
        "critical-path-top-cell-by-count": "buf_4",
        "critical_path.startpoint_type": "input port",
        "critical_path_peak_fanout": 56,
        "worst-endpoint-required_ns": 74.79,
        "worstPathCellList": "buf_16 > buf_4 > buf_12 > buf_4 > buf_4 > buf_4 > buf_4 > buf_4 > buf_4 > buf_4 > mux4_2 > and2_1 > a211oi_1 > a2111oi_1 > buf_4 > nand3_1 > nor4_1 > buf_4 > nor4_2 > nand3_1 > a221o_1",
        "cp_slowest_stage_delay_ns": 0.76,
        "criticalPathCategory": "in2reg",
        "critPathBufInv": 12,
        "cpLargestDelayFamily": "buffers and inverters",
        "worst_ep_arrival_time_ns": 24.36,
        "worstSetupEndpointType": "register",
    },
    "detailed_routing": {
        "routed_wire_length_per_instance_um": 41.8,
        "postRouteWirelength_um": 2440000,
        "drc": 0,
        "drt_first_pass_iters": 9,
        "vias_after_detailed_routing": 374319,
        "route.detailed.vias_per_inst": 6.40,
        "post_route_ant_nets": 0,
        "initialDrtViolationCount": 28030,
    },
    "power": {
        "cellLeakagePower_nw": 263,
        "total_switching_power_w": 0.00488,
        "seq_power_share": 0.525,
        "vdd.ir_drop.worst_uv": 24.6,
        "power-per-cell-area_nw_per_um2": 26.9,
        "p_comb_frac": 0.053,
        "power.share.switching": 0.216,
        "internal_power_w": 0.0177,
        "clock_power_share": 0.421,
    },
    "sta": {
        "final_hold_violations": 0,
        "timing_worst_slew_pin_value_ns": 1.67,
        "finalSetupViolations": 0,
        "setup_repair_after_global_routing_missed_its_margin": "no",
        "final-max-slew-violation-count": 4,
        "fin_setup_tns_ns": 0,
        "finalWorstSetupSlack_ns": 50.43,
        "slew_headroom": -0.122,
    },
    "min_path": {
        "worstHoldPathType": "reg2reg",
    },
    "floorplanning": {
        "die_w_um": 1220,
        "fp.dieArea_um2": 1490000,
        "rows": 447,
        "coreArea_um2": 1480000,
        "ios": 43,
        "fp_util": 0.502,
        "chipHeight_um": 1220,
    },
    "placed_design": {
        "dp_worst_slack_ns": 49.97,
        "place.detailed.hpwl_um": 1610000,
        "io_buffer_count": 41,
        "place.gp.congestion": 0.962,
    },
    "global_route": {
        "grt_first_pass_wirelength_um": 3320000,
        "antenna_found_initial": 400,
        "remaining_global_route_overflow": 0,
        "grtUsageTotal": 0.376,
        "first_global_vias": 406421,
        "grt_start_max_net_pins": 148,
    },
    "finish": {
        "area_growth_syn_to_layout_pct": 13.2,
        "n_fill_cell": 105899,
        "drive_above_1_share": 0.270,
        "layout.core_utilization": 0.568,
        "layout_top_cell": "edfxtp_1",
        "final_layout_top_logic_cells": "edfxtp_1 (19,200), mux4_2 (4,760), nor2_1 (2,623), buf_4 (2,393), clkbuf_16 (1,992)",
    },
    "status": {
        "outcome": "finished with violations",
        "violations_in_the_final_reports": "max-capacitance violations, max-slew violations",
    },
    "flow_run": {
        "max_cap_viol_count": 2,
        "tool_warnings": 99,
    },
}
==> stage by stage <==
stage	cell area, µm²	power, W	cells	hold WS [ns]
finish	841000	0.0226	58512	2.41
global route	840000	0.0231	58076	2.46
CTS	839000	0.0227	57666	2.49
detailed placement	777000	0.0133	54136	1.31
global placement	777000	0.0133	54124	1.32
floorplan	743000	0.0127	34091	0.903
==> cells in the mapped netlist (14+ instances only) <==
| library cell | instances |
|---|---|
| a31oi_1 | 104 |
| o221ai_1 | 210 |
| a32oi_1 | 28 |
| a221o_1 | 14 |
| and3_1 | 86 |
| clkbuf_1 | 890 |
| a22oi_1 | 498 |
| buf_6 | 248 |
| edfxtp_1 | 19200 |
| nand2_1 | 1002 |
| buf_1 | 187 |
| nand3_1 | 283 |
| a2111oi_0 | 42 |
| nor2_1 | 2668 |
| a22o_1 | 57 |
| nor3_1 | 143 |
| mux4_2 | 4760 |
| nand4_1 | 76 |
| buf_8 | 18 |
| a221oi_1 | 79 |
| buf_2 | 585 |
| nor2b_1 | 31 |
| a211oi_1 | 87 |
| o22ai_1 | 324 |
| nand2b_1 | 14 |
| or3_1 | 17 |
| o211ai_1 | 49 |
| mux2_2 | 23 |
| a21oi_1 | 286 |
| o31ai_1 | 18 |
| o21ai_0 | 168 |
| a311oi_1 | 46 |
| mux2i_1 | 1262 |
| buf_4 | 263 |
| a211o_1 | 17 |
| nor4_1 | 71 |
| and2_1 | 19 |
==> path summary, 6_finish.rpt <==
path,slack [ns],end,startpoint,cells past startpoint
min in group clk1,13.94,mem[1717][0],din[0],1
max in group clk1,55.57,mem[2195][2],din[2],8
max reg2reg,67.16,dout[1],mem[271][1],10
min,2.41,dout[7],mem[2202][7],6
min reg2reg,2.41,dout[7],mem[2202][7],6
max,50.43,dout[1],raddr[0],21
==> kinds of logic after synthesis <==
group                  after synthesis
flip-flops                       19208
multiplexers                      6055
AND/OR/NAND/NOR                   4486
AND-OR/OR-AND                     2133
buffers and inverters             2209
==> state kept, by name, summed over array words and instances, names as in the netlist <==
signal / cells
mem: 19200
dout: 8
==> worst min-delay path, stage by stage (launching register included) <==
cell      delay, ns
edfxtp_1       0.31
mux4_2         0.22
mux4_2         0.23
mux4_2         0.22
mux2_2         0.14
o211ai_1       0.09
o221ai_1       0.07
==> power by group through the flow <==
stage,clock (W),combinational [W],sequential [W]
4_1_cts,0.00961,0.00118,0.0119
5_1_grt,0.0100,0.00124,0.0119
6_report,0.00952,0.00120,0.0119
==> layer usage <==
metal  up-vias  track usage  wire length (µm)
met4       532        0.194            156000
li1     148816            -                 -
met2     30420        0.474           1060000
met3      5302        0.377            572000
met1    189249        0.394            634000
met5         -        0.111             18100
==> layout make-up <==
type	count	area, µm²	area share
clock inverter	1154	10300	0.0122
multi-input combinational	12674	156000	0.186
inverter	12	87.6	0.000104
antenna	846	2120	0.00252
clock buffer	2376	51300	0.0610
tap	19756	24700	0.0294
sequential	19208	577000	0.686
timing repair buffer	2486	19600	0.0233
No activity file was given, so power comes from the tool's default toggle rates.
