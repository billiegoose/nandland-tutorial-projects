$ cat flow/run.sh
#!/bin/bash
# OpenROAD 26Q1-2900-gdf79404cd8, Yosys 0.63+post, stock flow scripts
make -C /OpenROAD-flow-scripts/flow DESIGN_CONFIG=/design/flow/config.mk WORK_HOME=/design/flow/orfs finish
$ cat flow/config.mk
export PLATFORM = sky130hd
export DESIGN_NAME = Main
export DESIGN_NICKNAME = Main
export VERILOG_FILES = /design/flow/design.v
export SDC_FILE = /design/flow/constraint.sdc
export NUM_CORES = 4
export LEC_CHECK = 1
export CORE_UTILIZATION = 50
$ cat flow/constraint.sdc
current_design Main

set clk_period 4.0
set clk_io_pct 0.2

create_clock -name clk0 -period $clk_period [get_ports {i_Clk}]

set non_clock_inputs [all_inputs -no_clocks]
set_input_delay [expr $clk_period * $clk_io_pct] -clock clk0 $non_clock_inputs
set_output_delay [expr $clk_period * $clk_io_pct] -clock clk0 [all_outputs]
$ cat flow/design.v
module Debounce_Switch (
  input i_Clk,
  input i_Switch,
  output o_Switch
  );
  parameter c_DEBOUNCE_LIMIT = 250000;
  reg r_State = 1'b0;
  reg [17:0] r_Count = 0;
  always @(posedge i_Clk)
    begin
      if (i_Switch !== r_State && r_Count < c_DEBOUNCE_LIMIT)
        r_Count <= r_Count + 1;
      else if (r_Count == c_DEBOUNCE_LIMIT)
        begin
          r_Count <= 0;
          r_State <= i_Switch;
        end
      else
        r_Count <= 0;
    end
  assign o_Switch = r_State;
endmodule  
module VGA_Controller (
  input i_Clk,
  input i_Reset,
  output o_VGA_HSync,
  output o_VGA_VSync,
  output [11:0] o_X,
  output [11:0] o_Y
  );
  parameter H_TOTAL_WIDTH = 12'd800;
  parameter H_VISIBLE_WIDTH = 12'd640;
  parameter H_FRONT_PORCH = 12'd18;
  parameter H_BACK_PORCH = 12'd50;
  parameter H_START = H_TOTAL_WIDTH - H_FRONT_PORCH;
  parameter H_FINISH = H_VISIBLE_WIDTH + H_BACK_PORCH;
  parameter V_TOTAL_HEIGHT = 12'd525;
  parameter V_VISIBLE_HEIGHT = 12'd480;
  parameter V_FRONT_PORCH = 12'd10;
  parameter V_BACK_PORCH = 12'd33;
  parameter V_START = V_TOTAL_HEIGHT - V_FRONT_PORCH;
  parameter V_FINISH = V_VISIBLE_HEIGHT + V_BACK_PORCH;
  reg [11:0] r_HCounter = 12'b1;
  reg [11:0] r_VCounter = 12'b1;
  reg r_HSync;
  reg r_VSync;
  always @ (posedge i_Clk) begin
    if (i_Reset === 1'b1) begin
      r_HCounter <= 12'b0;
      r_VCounter <= 12'b0;
    end else begin
      r_HCounter <= r_HCounter + 1;
      if (r_HCounter === H_TOTAL_WIDTH) begin
        r_HCounter <= 12'b1;
        r_VCounter <= r_VCounter + 1;
        if (r_VCounter === V_TOTAL_HEIGHT) begin
          r_VCounter <= 12'b1;
        end
      end
    end
    if (r_HCounter > H_FINISH && r_HCounter < H_START)
      r_HSync <= 0;
    else
      r_HSync <= 1;
    if (r_VCounter > V_FINISH && r_VCounter < V_START)
      r_VSync <= 0;
    else
      r_VSync <= 1;
  end
  assign o_X = r_HCounter;
  assign o_Y = r_VCounter;
  assign o_VGA_HSync = r_HSync;
  assign o_VGA_VSync = r_VSync;
endmodule
module Stateless_Seven_Segment_Display (
  input [3:0] i_Nibble,
  output o_Segment_A,
  output o_Segment_B,
  output o_Segment_C,
  output o_Segment_D,
  output o_Segment_E,
  output o_Segment_F,
  output o_Segment_G
  );
  integer w_Display;
  always @(i_Nibble)
    case (i_Nibble)
      0: w_Display = 7'h81;
      1: w_Display = 7'hCF;
      2: w_Display = 7'h92;
      3: w_Display = 7'h86;
      4: w_Display = 7'hCC;
      5: w_Display = 7'hA4;
      6: w_Display = 7'hA0;
      7: w_Display = 7'h8F;
      8: w_Display = 7'h80;
      9: w_Display = 7'h84;
      10: w_Display = 7'h88;
      11: w_Display = 7'hE0;
      12: w_Display = 7'hB1;
      13: w_Display = 7'hC2;
      14: w_Display = 7'hB0;
      15: w_Display = 7'hB8;
    endcase
  assign o_Segment_A = w_Display[6];
  assign o_Segment_B = w_Display[5];
  assign o_Segment_C = w_Display[4];
  assign o_Segment_D = w_Display[3];
  assign o_Segment_E = w_Display[2];
  assign o_Segment_F = w_Display[1];
  assign o_Segment_G = w_Display[0];
endmodule  
module Main (
  input i_Clk,
  input i_Switch_1,
  input i_Switch_2,
  input i_Switch_3,
  input i_Switch_4,
  output o_LED_1,
  output o_LED_2,
  output o_LED_3,
  output o_LED_4,
  output o_Segment1_A,
  output o_Segment1_B,
  output o_Segment1_C,
  output o_Segment1_D,
  output o_Segment1_E,
  output o_Segment1_F,
  output o_Segment1_G,
  output o_VGA_HSync,
  output o_VGA_VSync,
  output o_VGA_Red_0,
  output o_VGA_Red_1,
  output o_VGA_Red_2,
  output o_VGA_Grn_0,
  output o_VGA_Grn_1,
  output o_VGA_Grn_2,
  output o_VGA_Blu_0,
  output o_VGA_Blu_1,
  output o_VGA_Blu_2,
  output io_PMOD_1,
  output io_PMOD_2,
  output io_PMOD_3,
  output io_PMOD_4,
  output io_PMOD_7,
  output io_PMOD_8,
  output io_PMOD_9,
  output io_PMOD_10
  );
  wire [11:0] r_HCounter;
  wire [11:0] r_VCounter;
  VGA_Controller VGA_Controller_1 (
    .i_Clk(i_Clk),
    .i_Reset(i_Switch_1 && w_Any_Switch),
    .o_VGA_HSync(o_VGA_HSync),
    .o_VGA_VSync(o_VGA_VSync),
    .o_X(r_HCounter),
    .o_Y(r_VCounter)
    );
  reg r_Any_Switch = 1'b0;
  wire w_Any_Switch;
  Debounce_Switch Debounce_Switch
    (.i_Clk(i_Clk),
     .i_Switch(i_Switch_1 || i_Switch_2 || i_Switch_3 || i_Switch_4),
     .o_Switch(w_Any_Switch));
  reg [2:0] r_Red = 3'b0;
  reg [2:0] r_Grn = 3'b0;
  reg [2:0] r_Blu = 3'b0;
  reg [3:0] r_Button = 4'b0;
  reg [3:0] r_Buffer = 4'b0;
  always @ (posedge i_Clk) begin
    r_Any_Switch <= w_Any_Switch;
    if (r_Any_Switch === 1'b0 && w_Any_Switch === 1'b1) begin
      case ({i_Switch_1, i_Switch_2, i_Switch_3, i_Switch_4})
        4'b1000: r_Button = 4'd1;
        4'b0100: r_Button = 4'd2;
        4'b0010: r_Button = 4'd3;
        4'b0001: r_Button = 4'd4;
        default: r_Button = 4'd0;
      endcase
      if (i_Switch_2) begin
        r_Red <= (r_Red + 1) % 8;
        r_Buffer[2:0] <= (r_Red + 1) % 8;
      end
      if (i_Switch_3) begin
        r_Grn <= (r_Grn + 1) % 8;
        r_Buffer[2:0] <= (r_Grn + 1) % 8;
      end
      if (i_Switch_4) begin
        r_Blu <= (r_Blu + 1) % 8;
        r_Buffer[2:0] <= (r_Blu + 1) % 8;
      end
    end
  end
  Stateless_Seven_Segment_Display Seven_Segment_Display_1
    (.i_Nibble(r_Buffer),
     .o_Segment_A(o_Segment1_A),
     .o_Segment_B(o_Segment1_B),
     .o_Segment_C(o_Segment1_C),
     .o_Segment_D(o_Segment1_D),
     .o_Segment_E(o_Segment1_E),
     .o_Segment_F(o_Segment1_F),
     .o_Segment_G(o_Segment1_G)
    );
  assign o_LED_1 = 0;
  assign o_LED_2 = 0;
  assign o_LED_3 = 0;
  assign o_LED_4 = 0;
  assign o_VGA_Red_0 = 1'b1 && r_Red[0] && o_VGA_HSync && o_VGA_VSync;
  assign o_VGA_Red_1 = 1'b1 && r_Red[1] && o_VGA_HSync && o_VGA_VSync;
  assign o_VGA_Red_2 = 1'b0 && o_VGA_HSync && o_VGA_VSync;
  assign o_VGA_Grn_0 = 1'b1 && r_Grn[0] && o_VGA_HSync && o_VGA_VSync;
  assign o_VGA_Grn_1 = 1'b1 && r_Grn[1] && o_VGA_HSync && o_VGA_VSync;
  assign o_VGA_Grn_2 = 1'b0 && o_VGA_HSync && o_VGA_VSync;
  assign o_VGA_Blu_0 = 1'b1 && r_Blu[0] && o_VGA_HSync && o_VGA_VSync;
  assign o_VGA_Blu_1 = 1'b1 && r_Blu[1] && o_VGA_HSync && o_VGA_VSync;
  assign o_VGA_Blu_2 = 1'b0 && o_VGA_HSync && o_VGA_VSync;
endmodule
==> qor.log <==
[pwr] maximum resistive drop on vdd 0.332 mV
[synthesis] EDFF count, synth 13
[run_status] result of the run finished clean
[synthesis] Async S/R FF share, synth 0%
[global_routing] maximum number of pins on one net before global-route repair 22
[synthesis] mapped cell area 0.00303 mm²
[clocking] Clock Pin Slew Worst Setup and Hold Paths 60 ps
[timing] transition time of the tightest slew-check pin 578 ps
[worst_setup_path] Worst Setup Path Type reg2out
[cells_and_area] area added between synthesis and finish 12.9%
[hold_path] Hold Path Cell Cnt 2
[timing] unrepaired setup endpoints after global routing false
[timing] share of the cycle needed by the critical path after routing 66.2%
[global_routing] Tot GR Track Use 18.4%
[floorplanning] number of top-level design ports 35
[synthesis] area fraction in mux cells 2.02%
[synthesis] most frequently used flop master after synthesis sky130_fd_sc_hd__dfxtp_1
[worst_setup_path] endpoint arrival time on the critical path 1850 ps
[worst_setup_path] beginning of the worst register-to-register path VGA_Controller_1.r_HCounter[0]$_SDFF_PP0_
[routing] final wirelength 5220 µm
[global_routing] number of antenna violations at the first check in global routing 0
[floorplanning] Die Span Y 79.9 µm
[timing] Sum Neg Setup Slack 0 ps
[pwr] Switching Power 0.355 mW
[timing] tightest slew margin relative to the limit 61.2%
[worst_setup_path] ordered list of cells on the worst path inv_1 -> ha_1 -> and2_1 -> nor2_1 -> clkdlybuf4s50_1
[floorplanning] starting density of the core 53.4%
[floorplanning] Die Area 0.00638 mm²
[worst_setup_path] endpoint of the lowest-slack register-to-register path VGA_Controller_1.r_VCounter[2]$_SDFFE_PP0P_
[placement] global placement routability congestion 0.801
[timing] setup clock skew after layout 12.1 ps
[synthesis] cell types with the largest area share after synthesis sky130_fd_sc_hd__dfxtp_1 30%, sky130_fd_sc_hd__edfxtp_1 13%, sky130_fd_sc_hd__ha_1 6.2%
[timing] number of pins with negative max-slew slack in the final report 0
[run] total tool warning count 34
[pwr] sequential group share of total power 50.7%
[routing] post-detailed-route via-to-cell ratio 5.20
[clocking] cts-stage hold buffer count 0
[synthesis] adder and majority gate portion of the synthesized area 6.19%
[global_routing] grt ovf 0
[routing] count of unresolved DRC violations after routing 0
[worst_setup_path] Worst setup SP type register
[clocking] Skew-Pair Late Insertion Delay 340 ps
[worst_setup_path] largest stage delay on the critical path 450 ps
[worst_setup_path] worst r2r path cells 6
[worst_setup_path] capturing element type of the critical path output pin
[routing] Antenna Nets Post-Route 0
[clocking] buffer levels on the longest clock path 2
[synthesis] synthesized netlist cell count 331
[run] Max-cap violations 0
[worst_setup_path] crit path launch r_Buffer[0]$_DFFE_PP_
[synthesis] Post-Synth AOI/OAI Area 8.09%
[worst_setup_path] Bufs and invs on worst path 2
[timing] time the worst path needs with I/O delays and setup 2650 ps
[routing] wire length per cell after detailed routing 12.2 µm
[timing] Max Fclk 0.378 GHz
[worst_setup_path] required time of the critical path 3200 ps
[synthesis] share of the synthesized netlist area taken by xor and xnor gates 7.80%
[clocking] clock tree from TritonCTS done
[synthesis] yosys cell count 331
[pwr] internal portion of total power 1.05 mW
[floorplanning] number of cell rows 27
[routing] n_diodes 0
[timing] Hold Slack 471 ps
[worst_setup_path] worst reg2reg setup slack 1990 ps
[hold_path] Hold Path Class reg2reg
[floorplanning] die extent in x 79.9 µm
[routing] initial detailed-routing violation count 85
[timing] number of hold violations in the final report 0
[placement] IO Port Bufs 19
[pwr] portion of total power attributed to combinational logic 9.1%
[clocking] sinks on the clock net 58
[worst_setup_path] top fanout value on the critical path 4
[clocking] count of buffers added by post-CTS timing repair for setup 0
[synthesis] mean post-synth cell area 9.16 µm²
[worst_setup_path] CP endpoint o_Segment1_D
[cells_and_area] fraction of layout instances using a drive strength above 1 7.00%
[synthesis] Synthesized registers 58
[synthesis] leading area contributor after synthesis sky130_fd_sc_hd__dfxtp_1
[pwr] Clock Power Share 40.2%
[cells_and_area] final cell utilization of the core 60.3%
[worst_setup_path] cell family contributing the most delay on the critical path buffers and inverters
[global_routing] global-route wire length before repair 9110 µm
[global_routing] number of global-route vias before repair 2011
[timing] number of setup violations in the final report 0
[synthesis] synthesis area per yosys 0.00303 mm²
[placement] half-perimeter wire length after detailed placement 3630 µm
[synthesis] comb area leader simple AND/OR/NAND/NOR gates
[clocking] clock buffer count from CTS 9
[worst_setup_path] total number of cells along the worst setup path 5
[synthesis] unique cell type count in the Yosys netlist 46
[synthesis] share of synthesized area occupied by flip-flops and latches 42.6%
[clocking] cts repair resizes 0
[worst_setup_path] slowest library cell on the worst path sky130_fd_sc_hd__clkdlybuf4s50_1
[pwr] static power due to leakage 1.30 nW
[synthesis] fraction of the mapped netlist area in simple logic gates 25.5%
[floorplanning] Std-Cell Core Area 0.00568 mm²
[synthesis] yosys warns 28
[routing] number of search-and-repair iterations in the first detailed-routing pass 4
[pwr] pwr/cell area 410 mW/mm²
[pwr] switching part of the total power 25.3%
[clocking] clk root buf sky130_fd_sc_hd__clkbuf_8
[routing] via count 2230
[clocking] H-tree lvl count 3
[synthesis] area share, top type 29.7%
state kept, by name, summed over array words and instances, names as in the netlist:
signal                       cells
r_Any_Switch                     1
r_Buffer                         3
VGA_Controller_1.r_VCounter     12
VGA_Controller_1.r_VSync         1
Debounce_Switch.r_Count         18
VGA_Controller_1.r_HSync         1
r_Blu                            3
VGA_Controller_1.r_HCounter     12
Debounce_Switch.r_State          1
r_Grn                            3
r_Red                            3
worst reg2reg max path: stages, from the launching register on:
cell	delay [ps]
sky130_fd_sc_hd__dfxtp_1	370
sky130_fd_sc_hd__inv_1	90
sky130_fd_sc_hd__ha_1	140
sky130_fd_sc_hd__and4bb_1	250
sky130_fd_sc_hd__nand3_2	340
sky130_fd_sc_hd__o21ai_1	610
sky130_fd_sc_hd__nor2_1	100
metrics by stage:
| stage | total power [mW] | setup WS, ps | std cells | instance area (µm²) |
|---|---|---|---|---|
| after CTS | 1.42 | 1330 | 429 | 3420 |
| final | 1.40 | 1350 | 429 | 3420 |
| after floorplan | 0.831 | 1830 | 345 | 3080 |
| after global placement | 0.850 | 1270 | 413 | 3210 |
| after global routing | 1.48 | 1270 | 429 | 3420 |
| after detailed placement | 0.851 | 1240 | 413 | 3210 |
layout by cell type, fill, tap and decap left out, types with 8 or more instances in the layout:
master and n:
sky130_fd_sc_hd__a21oi_1 14, sky130_fd_sc_hd__nand2_1 16, sky130_fd_sc_hd__clkdlybuf4s50_1 19, sky130_fd_sc_hd__conb_1 15
sky130_fd_sc_hd__o21ai_0 8, sky130_fd_sc_hd__clkbuf_8 10, sky130_fd_sc_hd__and3_1 12, sky130_fd_sc_hd__nor4_1 10
sky130_fd_sc_hd__nand3_1 15, sky130_fd_sc_hd__dfxtp_1 45, sky130_fd_sc_hd__edfxtp_1 13, sky130_fd_sc_hd__nand4_1 13
sky130_fd_sc_hd__nor2_1 41, sky130_fd_sc_hd__xnor2_1 20, sky130_fd_sc_hd__inv_1 19, sky130_fd_sc_hd__ha_1 15
power groups by stage:
stage | clock [mW] | combinational (mW) | sequential, mW
6_report | 0.564 | 0.128 | 0.711
5_1_grt | 0.606 | 0.151 | 0.720
4_1_cts | 0.583 | 0.130 | 0.710
cells by family (layout without fill, tap and decap cells):
| kind of cell | count (synthesis) | in the layout |
|---|---|---|
| buffers and inverters | 43 | 55 |
| DFF | 58 | 58 |
| and+or+nand+nor | 142 | 142 |
| muxes | 6 | 6 |
| other | 1 | 15 |
| AOI/OAI and AO/OA | 39 | 39 |
| xor gates and xnor gates | 27 | 27 |
| adders and majority gates | 15 | 15 |
how the worst min path moves through the flow:
stage,start,endpoint,slack (ps)
CTS,Debounce_Switch.r_State$_DFFE_PP_,r_Any_Switch$_DFF_P_,470
global route,Debounce_Switch.r_State$_DFFE_PP_,r_Any_Switch$_DFF_P_,490
finish,Debounce_Switch.r_Count[16]$_SDFF_PN0_,Debounce_Switch.r_Count[16]$_SDFF_PN0_,470
area by class of cell:
class	instances	area, µm²
Clock buffer	11	163
Clock inverter	5	50.0
Fill cell	484	2250
Inverter	19	71.3
Multi-Input combinational cell	244	1560
Sequential cell	58	1290
Tap cell	72	90.1
Timing Repair Buffer	20	198
layer usage:
metal	vias to the layer above	GRT usage, %	wire length, µm
met4	0	3.21	104
met5	-	0	0
met3	10	2.90	232
met1	986	30.0	2780
li1	1188	-	-
met2	46	27.2	2100
cells in the mapped netlist, types with 3 or more instances:
library cell               instances
sky130_fd_sc_hd__or4_1             6
sky130_fd_sc_hd__nor3_1            7
sky130_fd_sc_hd__nor2_1           41
sky130_fd_sc_hd__xor2_1            7
sky130_fd_sc_hd__a21oi_1          14
sky130_fd_sc_hd__buf_4            16
sky130_fd_sc_hd__and3_1           12
sky130_fd_sc_hd__mux2i_1           5
sky130_fd_sc_hd__and2_1            5
sky130_fd_sc_hd__o21ai_0           8
sky130_fd_sc_hd__clkbuf_1          4
sky130_fd_sc_hd__xnor2_1          20
sky130_fd_sc_hd__or3_1             4
sky130_fd_sc_hd__inv_1            19
sky130_fd_sc_hd__dfxtp_1          45
sky130_fd_sc_hd__buf_2             3
sky130_fd_sc_hd__ha_1             15
sky130_fd_sc_hd__nand3_1          15
sky130_fd_sc_hd__nor4_1           10
sky130_fd_sc_hd__nand2_1          16
sky130_fd_sc_hd__nand4_1          13
sky130_fd_sc_hd__edfxtp_1         13
sky130_fd_sc_hd__a31oi_1           3
sky130_fd_sc_hd__o31ai_1           4
No activity file was given, so power comes from the tool's default toggle rates.
